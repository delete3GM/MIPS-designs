## ./run.sh

```bash
#!/bin/bash
# OpenROAD 26Q1-2900-gdf79404cd8, Yosys 0.63+post, stock flow scripts
make -C /OpenROAD-flow-scripts/flow DESIGN_CONFIG=/design/flow/config.mk WORK_HOME=/design/flow/orfs finish
```

## ./config.mk

```make
export PLATFORM = sky130hd
export DESIGN_NAME = ifu
export DESIGN_NICKNAME = ifu
export VERILOG_FILES = /design/flow/design.v
export SDC_FILE = /design/flow/constraint.sdc
export NUM_CORES = 4
export LEC_CHECK = 1
export CORE_AREA = 10 10 109 109
export DIE_AREA = 0 0 119 119
export SYNTH_MEMORY_MAX_BITS = 65536
```

## ./design.v

```verilog
module ifu(input clk,input reset, input j_sel,input jr_sel,input npc_sel,input zero , input [31:0]jr,output reg [31:0]pc,output  [31:0]  dout);
    wire [31:0]npc,t4,t3,t2,t1,t0,extout,temp,j;
    wire [15:0]imm;
    reg     [7:0]  im[1023:0] ;
    assign imm=dout[15:0];
    assign temp={{16{imm[15]}},imm};
    assign extout=temp<<2; 
    assign j={pc[31:28],dout[25:0],2'b0}; 
    assign dout={im[pc[9:0]],im[pc[9:0]+1],im[pc[9:0]+2],im[pc[9:0]+3]};
    always @(posedge clk , posedge reset) begin
        if(reset)
            pc<=32'h0000_3000;
        else
            pc<=npc;
    end
    assign npc=(jr_sel)?jr:t3; 
    assign t3=(j_sel)?j:t2; 
    assign t2=(npc_sel&&zero)?t1:t0; 
    assign t0=pc+4; 
    assign t1=t0+extout; 
endmodule
```

## ./constraint.sdc

```tcl
current_design ifu

set clk_period 3.6
set clk_io_pct 0.2

create_clock -name clk0 -period $clk_period [get_ports {clk}]

set non_clock_inputs [all_inputs -no_clocks]
set_input_delay [expr $clk_period * $clk_io_pct] -clock clk0 $non_clock_inputs
set_output_delay [expr $clk_period * $clk_io_pct] -clock clk0 [all_outputs]
```

==> results.yml <==
# physical design summary
setup_path:
  r2r-start: "pc[12]$_DFF_PP1_"
  reg2reg_slack_ns: 1.65
  critPathKind: "input pin to flip-flop"
  crit_end: "pc[30]$_DFFE_PP0P_"
  cp_max_fo: 9
  cp.arrival_ns: 2.33
  r2r-end: "pc[28]$_DFFE_PP0P_"
  startpoint: "j_sel"
  reg2regPathDepth: 5
  cp-end-kind: "flip-flop"
  cp-start-kind: "input pin"
  required_ns: 3.75
logic_synthesis:
  yosys-top-cells-count: "33 x nand2_1, 32 x buf_4, 30 x dfrtp_1, 17 x o21ai_1, 17 x xnor2_1"
  avgSynthCellArea_sq_um: 9.07
  ys_cells: 227
  synth_cells: 227
  top_area_cell: "dfrtp_1"
  top_cell: "nand2_1"
  edf_count: 0
  synthTopCellsByArea: "dfrtp_1 36%, buf_4 12%, xnor2_1 7.2%"
  ys.flops: 32
  ys_seq_share_pct: 39.0
  synth_area_sq_um: 2060
  async_flop_share_pct: 100
  synthFlopType: "dfrtp_1"
  top_cell_area_share_pct: 36.5
  ys_chip_area_sq_um: 2060
  synth_cell_types: 37
  ys_warn_count: 1
floorplan:
  coreArea_sq_um: 9640
  floorplan.core_util_pct: 21.4
  die-width_um: 119
  core.rowCount: 36
  pin_count: 102
  chipHeight_um: 119
  dieArea_sq_um: 14200
sta:
  finalSetupViolCount: 0
  hold_viol_final: 0
  period_used_pct: 60.4
  fin_setup_tns_ns: 0
  fmax_mhz: 460
  fin_worst_skew_ns: 0.00282
  setup_ws_ns: 1.42
  period_minus_slack_ns: 2.18
  slew_violations: 0
  rsz0062_at_grt: "false"
place:
  port_buffers: 67
  hpwl_mm: 4.82
  dp_slack_ns: 1.16
  placed_cells: 420
  routabilityCongestion: 0.798
  place_area_sq_um: 2760
grt:
  grt_usage_pct: 8.37
  antenna_found_initial: 0
  grt_overflow: 0
  grt_pass1_vias: 1768
  grt_start_max_net_pins: 42
  grt_pass1_wl_mm: 9.62
finish:
  largest_reg_flops: 32
  drive_above_1_share_pct: 8.14
  instances_no_fill: 428
  largest_registers: "pc: 32 flops"
  stdcell_area_sq_um: 2850
  regMostFlops: "pc"
  synthToLayoutAreaGrowth_pct: 38.3
detailed_routing:
  vias: 1695
  via_per_inst: 3.96
  diodes: 0
  first_iter_violations: 69
  drt-total-wl_mm: 6.05
  drt-wirelength-per-cell_um: 14.1
  antenna_left: 0
  first_pass_iters: 4
  drc: 0
power_and_ir_drop:
  power.share.combinational_pct: 19.4
  p_seq_share_pct: 48.4
  max-vdd-ir-drop_mv: 0.146
  p_int_mw: 0.655
  p_clk_share_pct: 32.2
  swShare_pct: 25.4
  power_mw: 0.878
  power_density_nw_per_um2: 308
  p_leak_nw: 1.11
  p_sw_mw: 0.223
clock_tree:
  cts_buffers: 5
  cts.path.max_buffers: 2
  cts_max_level: 2
  clock-sinks: 32
  cts_root_buffer: "clkbuf_8"
  clk_pin_slew_worst_paths_ns: 0.07
  postCtsSetupBuffers: 0
  ctsHoldBuffers: 0
  clk_latency_ns: 0.28
  cts_tree: "done"
  ctsResizeCount: 0
worst_hold_path:
  min_path_type: "flip-flop to flip-flop"
job:
  warnings: 27
  cap_violations: 0
status:
  status: "complete, no violations"
==> cell families after synthesis <==
kind of cell | count (synthesis) | synth area share, %
AND/OR/NAND/NOR | 88 | 24.7
XOR/XNOR | 28 | 11.9
multiplexers | 2 | 1.03
AND-OR/OR-AND | 30 | 8.57
other | 1 | 0.182
flip-flops | 32 | 39.0
buffers and inverters | 45 | 14.0
adder cells (fa/ha/maj) | 1 | 0.607
==> through the flow <==
step	hold WS, ns	util [%]
floorplan	0.439	-
global placement	0.489	28.6
detailed placement	0.486	28.6
CTS	0.503	29.5
global route	0.532	29.5
finish	0.498	29.5
==> cell type report <==
cell class / instances / area (sq um)
clock buffers: 8 / 90.1
repair buffers: 69 / 686
multi-input cells: 181 / 1080
flip-flops and latches: 32 / 803
inverters: 5 / 18.8
well taps: 133 / 166
fillers: 1043 / 6790
==> power groups by stage <==
stage | combinational [mW] | clock (mW) | sequential [mW]
finish | 0.171 | 0.283 | 0.425
global route | 0.192 | 0.309 | 0.430
CTS | 0.177 | 0.294 | 0.424
==> per-layer routing <==
layer / track usage [%] / vias to the layer above / routed length (um)
met2: 12.7 / 69 / 2710
li1: - / 837 / -
met3: 3.07 / 4 / 491
met5: 0 / - / 0
met1: 11.6 / 785 / 2810
met4: 0.687 / 0 / 39
==> layout by cell type (no fill, tap or decap), types with 3 or more instances in the layout <==
| cell type | netlist | layout |
|---|---|---|
| nand2_1 | 33 | 33 |
| nand4_1 | 8 | 8 |
| clkbuf_8 | 0 | 6 |
| and3_1 | 5 | 5 |
| o21ai_1 | 17 | 17 |
| a22o_1 | 3 | 3 |
| nor4_2 | 3 | 3 |
| inv_1 | 5 | 5 |
| xnor2_1 | 17 | 17 |
| nand3_1 | 12 | 12 |
| o21ai_0 | 6 | 6 |
| conb_1 | 1 | 32 |
| dfrtp_1 | 30 | 30 |
| xor2_1 | 11 | 11 |
| clkdlybuf4s50_1 | 0 | 67 |
| nor3_2 | 3 | 3 |
| o31ai_1 | 3 | 3 |
| nor2_1 | 9 | 9 |
==> worst min path at each step <==
stage                                to  slack [ns]               from  cells after the start
after CTS             pc[0]$_DFFE_PP0P_        0.50  pc[0]$_DFFE_PP0P_                      1
final                 pc[0]$_DFFE_PP0P_        0.50  pc[0]$_DFFE_PP0P_                      1
after global routing  pc[0]$_DFFE_PP0P_        0.53  pc[0]$_DFFE_PP0P_                      1
==> critical path, cell delays in order <==
cell	delay (ns)
clkdlybuf4s50_1	0.62
and3b_1	0.33
nor4b_1	0.25
nand3_1	0.13
xor2_1	0.18
mux2i_1	0.09
No activity file was given, so power comes from the tool's default toggle rates.
