`./config.mk`:
```
export PLATFORM = sky130hd
export DESIGN_NAME = gpr
export DESIGN_NICKNAME = gpr
export VERILOG_FILES = /design/flow/design.v
export SDC_FILE = /design/flow/constraint.sdc
export NUM_CORES = 4
export LEC_CHECK = 1
export CORE_UTILIZATION = 50
```
`./constraint.sdc`:
```
current_design gpr

set clk_period 7.1
set clk_io_pct 0.2

create_clock -name clk0 -period $clk_period [get_ports {clk}]

set non_clock_inputs [all_inputs -no_clocks]
set_input_delay [expr $clk_period * $clk_io_pct] -clock clk0 $non_clock_inputs
set_output_delay [expr $clk_period * $clk_io_pct] -clock clk0 [all_outputs]
```
`./design.v`:
```
module gpr(input [4:0]rs,  input [4:0]rt, input[4:0]rd, input [31:0]din,input flag_sel,input flag,input [31:0] pc,input clk,input rst,input jal_sel,input jr_sel,input regwr,output [31:0]a, output [31:0]b,input addi_sel);
    reg [31:0]t[31:0];
    integer i;
    assign a=(jr_sel)?t[31]:t[rs];
    assign b=t[rt];
    always @(posedge clk or posedge rst) begin
        if(rst)
            for(i=0;i<32;i=i+1)
                t[i]<=0;
        else
            if(regwr) begin
                t[28] = 32'h0000_1800;
                t[29] = 32'h0000_2ffc;
                if(jal_sel)
                    t[31]<=pc+4;
                if(flag_sel && flag)  
                    t[30][0]<=flag;
                if (addi_sel && (rt != 0) && (flag == 0))  
                    t[rt] <= din; 
                else if (rd != 0 && addi_sel == 0)  
                    t[rd] <= din;
            end
    end
endmodule
```
`./run.sh`:
```
#!/bin/bash
# OpenROAD 26Q1-2900-gdf79404cd8, Yosys 0.63+post, stock flow scripts
make -C /OpenROAD-flow-scripts/flow DESIGN_CONFIG=/design/flow/config.mk WORK_HOME=/design/flow/orfs finish
```
==> reports/metrics.cfg <==
[pwr]
p_total_uw=16300
p_switching_uw=4840
switching_share_pct=29.8
p_int_uw=11400
p_per_area_nw_per_um2=267
leakagePower_uw=0.0273
pwr-share-comb_pct=13.8
peakVddDrop_v=0.000285
sequentialPowerShare_pct=49.3
clockPowerShare_pct=36.9

[route]
routed-via-count=48838
drc=0
drt-total-wl_um=287000
viasPerCell=7.77
wl_per_cell_um=45.7
drtAntennaViolNets=0
drt_iter0_markers=7043
drt_pass1_iterations=10

[worst_setup_path]
cpLargestDelayFamily=buffers and inverters
criticalPathCategory=in2out
path_buffers=5
worstPathCellList=buf_2 > buf_4 > nand3b_1 > nor2_4 > buf_4 > a2111oi_0 > nand4_1 > nor4_1 > o31ai_1 > buf_4 > clkdlybuf4s50_1
end_kind=output port
startpoint_type=primary input
arrival_ns=5.63
critPathMaxFanout=26
crit_path_max_incr_delay_ns=0.81
worstPathRequired_ns=5.68
crit_slowest_cell=a2111oi_0
cp_common_cell=buf_4

[final_layout]
area_growth_pct=15.4
largestRegisters=t: 1024 flops
largest_register=t
instances_no_fill=6288
largest_register_ffs=1024
stdcell_area_um2=60900
final_layout_size_suffix_gt1_share_pct=24.7
fillers=8644

[min_path]
hp-class=reg2reg

[final_timing]
finalHoldViolCount=0
worst_pin_slew_ns=1.18
rsz0062_at_grt=false
maxSlewHeadroom_pct=21.0
clock_skew_ns=0
hold_ws_ns=0.398
worst_slack_ns=0.0541
max_freq_mhz=142
fin_crit_ns=7.05
period_used_pct=99.2
setup_viol=0
maxSlewViolCount=0

[global_route]
grt_overflow=0
grt_max_degree=125
grt_pass1_wl_um=394000
antenna_found_initial=21
first_global_vias=47309
grt.total_usage_pct=56.6

[placement]
hpwlAfterDp_um=181000
place_inst=6064
dpl_cell_area_um2=57100
gp_congestion=1.08
pre_cts_ws_ns=0.352
port_buffers=150

[outcome]
outcome=completed

[logic_synthesis]
avgSynthCellArea_um2=11.2
ys_ff=1024
yosys_warnings=2
edf_count=0
synthArstFlopShare_pct=100
ys_cells=4697
ys_chip_area_um2=52800
synth_cell_types=79
ys_seq_share_pct=48.6
synthCells=4697
netlist_area_um2=52800
dominantRegCellSynth=dfrtp_1

[floorplan]
fp.dieW_um=327
chip_area_um2=107000
num_io_pins=151
die_y_um=327
core-area_um2=104000
num_rows=118
initCoreUtil_pct=50.7

[flow_run]
openroad.warnings=47
maxCapViolations=0

[clock_network]
htreeDepth=3
cts_tree=built
cts_hold_buffers=0
cts_sinks=1024
clock_path_buffers=3
cts_setup_buffers=0
cts-root-buf=clkbuf_16
numCtsBuffers=112
clk_pin_slew_ns=0.06
clk_latency_ns=0.72
cts_resized=0

==> kinds of logic after synthesis <==
| logic type | synth area share [%] |
|---|---|
| AND-OR/OR-AND | 17.2 |
| XOR/XNOR | 0.448 |
| adder cells (fa/ha/maj) | 0.0237 |
| buffers and inverters | 4.65 |
| flip-flops | 48.6 |
| multiplexers | 19.3 |
| AND/OR/NAND/NOR | 9.83 |
==> layout by cell type, fill, tap and decap left out, types with 110 or more instances in the layout <==
master	netlist	final
nand4_1	136	136
clkbuf_16	0	113
clkdlybuf4s50_1	0	143
and3_1	116	116
nor2_1	165	110
mux2_1	324	324
dfrtp_1	1024	1024
nand2_1	285	278
mux2_2	575	575
a22oi_1	798	798
buf_4	27	288
a21oi_1	113	113
==> per-stage QoR <==
stage | utilization [%] | setup TNS (ns)
global route | 58.4 | 0
CTS | 58.4 | 0
global placement | 54.9 | 0
detailed placement | 54.9 | 0
floorplan | - | -8636.35
finish | 58.5 | 0
==> final cells by class <==
class	count	area (µm²)	share of cell area [%]
diodes	23	57.6	0.0945
flip-flops and latches	1024	25600	42.1
repair buffers	475	4380	7.20
clock buffers	167	3340	5.49
inverters	25	98.8	0.162
multi-input cells	3160	25300	41.5
clock inverters	34	377	0.619
well taps	1380	1730	2.84
==> power by group through the flow <==
| stage | combinational, µW | clock, µW | sequential [µW] |
|---|---|---|---|
| CTS | 2180 | 6020 | 7940 |
| global route | 2370 | 6240 | 8090 |
| finish | 2240 | 6000 | 8010 |
==> worst paths after layout <==
kind	startpoint	to	slack, ns	cells past startpoint
max in group asynchronous	rst	t[6][26]$_DFFE_PP0P_	4.19	4
worst max register to register	t[31][25]$_DFFE_PP0P_	t[31][25]$_DFFE_PP0P_	5.78	3
worst max-delay path	rs[2]	a[4]	0.05	11
worst min register to register	t[0][25]$_DFFE_PP0P_	t[0][25]$_DFFE_PP0P_	0.40	0
worst min-delay path	t[0][25]$_DFFE_PP0P_	t[0][25]$_DFFE_PP0P_	0.40	0
min in group asynchronous	rst	t[18][25]$_DFFE_PP0P_	1.09	2
==> Yosys cell counts (all sizes together), types with 6 or more instances <==
library cell | n | area, µm²
buf | 224 | 1370
o21ai | 26 | 134
o32a | 6 | 60.1
and3 | 116 | 726
or3b | 6 | 52.6
nor2b | 10 | 62.6
xor2 | 15 | 131
a221oi | 30 | 263
o22ai | 23 | 144
a222oi | 12 | 120
nand2 | 295 | 1180
dfrtp | 1024 | 25600
a211oi | 13 | 97.6
inv | 25 | 93.8
a31oi | 15 | 93.8
a22oi | 798 | 5990
nand2b | 13 | 81.3
nor3b | 7 | 57.6
mux2 | 899 | 10100
nand4 | 136 | 851
or3 | 10 | 62.6
nand3b | 14 | 105
a2111oi | 40 | 350
nor2 | 182 | 741
nand3 | 70 | 350
nor4 | 52 | 332
o31ai | 19 | 143
a22o | 67 | 587
nor3 | 68 | 357
xnor2 | 12 | 105
a21oi | 119 | 618
o22a | 11 | 96.3
clkbuf | 264 | 991
and2 | 9 | 56.3
mux2i | 7 | 70.1
==> layer usage <==
metal  track usage, %  vias up  wire, µm
met2             69.5     4840    108000
met5             2.22        -       445
met1             72.7    24047     99700
li1                 -    18226         -
met4             35.7       36     26000
met3             38.9     1689     52800
No activity file was given, so power comes from the tool's default toggle rates.
